File: flow/design.v
module top(CLK, RST, OP, DATA, ADDR, outA, outB);
input CLK;
input RST;
input [1:0] OP;
input [7:0] DATA;
input [1:0] ADDR;
reg [7:0]regX;
reg [7:0]regY;
output reg[7:0] outA;
output reg[7:0] outB;
always@(negedge CLK)begin
    if(RST)begin
        regX = 0;
        regY = 0;
    end
    else if(OP == 00)begin
    end
    else if(OP == 01)begin
        if(ADDR == 00)begin 
            regX = regX + regY;
        end 
        else if(ADDR == 01)begin
           regY = regX + regY;
        end
       else if(ADDR == 10)begin
           outA = regX + regY;
        end
       else if(ADDR == 11)begin
            outB = regX + regY;
        end
    end
    else if(OP == 10)begin
        if(ADDR == 00)begin
           regX = regX - regY;
        end
        else if(ADDR == 01)begin
            regY = regX - regY;
        end 
        else if(ADDR == 10)begin
           outA = regX - regY;
        end 
       else if(ADDR == 11)begin
           outB = regX - regY;
        end   
    end
    else if(OP <= 11) begin
        if(ADDR <= 00)begin
           regX = DATA;
        end
        else if(ADDR <= 01)begin
            regY = DATA;
        end
        else if(ADDR <= 10)begin
           outA = DATA;
        end 
       else if(ADDR <= 11)begin
           outB = DATA;
    end
  end
end
endmodule
File: flow/run.sh
#!/bin/bash
# OpenROAD 26Q1-2900-gdf79404cd8, Yosys 0.63+post, stock flow scripts
make -C /OpenROAD-flow-scripts/flow DESIGN_CONFIG=/design/flow/config.mk WORK_HOME=/design/flow/orfs finish
File: flow/config.mk
export PLATFORM = sky130hd
export DESIGN_NAME = top
export DESIGN_NICKNAME = top
export VERILOG_FILES = /design/flow/design.v
export SDC_FILE = /design/flow/constraint.sdc
export NUM_CORES = 4
export LEC_CHECK = 1
export CORE_AREA = 10 10 70 70
export DIE_AREA = 0 0 80 80
File: flow/constraint.sdc
current_design top

set clk_period 1.1
set clk_io_pct 0.2

create_clock -name clk0 -period $clk_period [get_ports {CLK}]

set non_clock_inputs [all_inputs -no_clocks]
set_input_delay [expr $clk_period * $clk_io_pct] -clock clk0 $non_clock_inputs
set_output_delay [expr $clk_period * $clk_io_pct] -clock clk0 [all_outputs]
==> summary.txt <==
Status on the layout run. Count of mapped cells out of synthesis landed at 19. The multi-input combinational cells in the finished layout cover a total of 40.0 µm². Global routing consumed, over all layers together, 2.50% of the routing resources. The kind of cell with the highest combined delay along the critical path is flip-flops. OpenROAD emitted warnings numbering 38. From bottom edge to top edge, the die measures ~80 µm. Number of vias in the routed layout landed at 228. For this design, the sink count on the clock tree is 8. Count of cell types in the netlist landed at 5.

TritonCTS built the clock tree. The final report gives the standard cell area, fillers excluded, as 532 µm². Width of the die landed at around 80 µm.

Number of buffers added to fix hold violations after cts landed at 0. For this run, the slowest stage of the critical path takes 0.35 ns. The biggest area contributor in the post-synthesis netlist is sky130_fd_sc_hd__edfxtp_1. Core utilization of the finished layout landed at between 10% and 20%.

In this run, synthesis inferred 8 flip-flops with an integrated enable. The floorplan step defined a die boundary enclosing roughly 6400 µm². The tightest min-delay check is of the input pin to register type. Critical path data arrival time landed at 1.33 ns. The share of the Yosys chip area taken by registers is 75.9%.

Yosys stat cell total landed at 19. Routed length per placed instance landed at 9.08 µm. Post-detailed-routing wire length landed at roughly 840 µm. For this block, the initial DRC count from the detailed router was 7.

CTS added clock buffers totalling 3. Setup-violating endpoint count in the final report landed at 21. Global routing met2 resource utilization landed at under 10%. Maximum count of clock buffers along a single path landed at 2. Sequential cell area landed at 240 µm². Relative to the synthesized area, the layout overhead comes to 68.0%. The cell sequence reported for the critical path is buf_2. Global routing finished with a remaining overflow of 0.

The slowest stage of the critical path belongs to the cell sky130_fd_sc_hd__edfxtp_1. Final-layout worst hold slack landed at about 0.65 ns. Maximum fanout count along the critical path landed at 1. Remaining number of nets flagged by the antenna check after routing landed at 0. Weighted congestion reported at the end of routability-driven placement landed at roughly 0.78. The final timing report gives a worst setup slack of -0.449 ns.

Met1 capacity usage during global routing landed at 2.54%. By count the netlist is led by sky130_fd_sc_hd__buf_4 (8), sky130_fd_sc_hd__edfxtp_1 (8), sky130_fd_sc_hd__and3b_1 (1), sky130_fd_sc_hd__conb_1 (1), sky130_fd_sc_hd__inv_1 (1).

Total half-perimeter wirelength after legalization and detailed placement landed at ~690 µm. Wire length of the first global-routing pass landed at 1270 µm. The final layout reports a setup TNS of -4.43 ns.

Flop and latch count out of synthesis landed at 8. Number of antenna violations at the first check in global routing landed at 0. The critical path is of the register to output pin type. The checks that failed: negative setup slack.

Of the cells placed in the final design, the portion with a size suffix greater than 1 is 31.9%. After global routing, the most crowded layer is met2. Per the detail_route report, vias per standard cell equal between 2 and 2.5.

Flip-flop count of the largest register, all copies and words added landed at 8. Placed standard-cell area landed at around 530 µm². The commonest register cell is sky130_fd_sc_hd__edfxtp_1. Before any placement, the netlist area is recorded as about 320 µm². Total I/O pin count landed at 30. Setup repair after global routing could not meet its margin everywhere. For reference, the placement row count at floorplan is 21. Met3 usage landed at 2.61%. H-tree level count landed at 1. The run finished, with violations left. Number of detailed-routing iterations run before antenna repair landed at 2. Summed over its instances, the top area cell type makes up 75.9% of the synthesized netlist area. The data required time reported for the critical path is between 0.8 and 0.9 ns. Number of global-route vias before repair landed at 291.

Maximum resistive drop on vdd landed at 0.246 mV. After synthesis, the mean cell area works out to approximately 17 µm². Number of remaining DRC errors landed at 0. Clock edge transition at the registers on the reported setup and hold paths landed at approximately 0.030 ns. The worst setup path is launched from a register. CTS placed an instance of sky130_fd_sc_hd__clkbuf_4 at the clock tree root. For reference, the top cells by area after synthesis are sky130_fd_sc_hd__edfxtp_1 (76%), sky130_fd_sc_hd__buf_4 (19%), sky130_fd_sc_hd__and3b_1 (2.8%), sky130_fd_sc_hd__conb_1 (1.2%), sky130_fd_sc_hd__inv_1 (1.2%).

The final antenna diode tally reported by the flow is 0. Max-cap violations in this run came to 0. Final count of hold timing violations landed at 0. Count of buffer and inverter cells on the critical path landed at 1. For this run, the number of Yosys warnings is 1. The analysis attributes to cell leakage a power of 0.251 nW. In the final report, the number of pins over their slew limit comes to 0.

After filler insertion, the fill cell instance count of the layout stands at 392. Total power after layout landed at 0.732 mW. Entering global routing, the biggest net connects 9 pins. The floorplan step records an initial core utilization of a little over 9%.

Power density over the cells landed at 1380 nW/µm². The total area inside the core boundary comes to between 3000 and 4000 µm². For this run, asynchronously set or reset flops after synthesis account for 0%. Count of port buffers added during placement landed at 19.

STA classifies the critical path endpoint as an output pin. Chip area line of the yosys report landed at about 320 µm².
[cells in the final DEF (no fill, tap or decap)]
master	instances
sky130_fd_sc_hd__inv_1	8
sky130_fd_sc_hd__clkbuf_4	3
sky130_fd_sc_hd__conb_1	8
sky130_fd_sc_hd__buf_6	1
sky130_fd_sc_hd__edfxtp_1	8
sky130_fd_sc_hd__dlymetal6s2s_1	1
sky130_fd_sc_hd__and3b_2	1
sky130_fd_sc_hd__dlygate4sd2_1	2
sky130_fd_sc_hd__clkdlybuf4s50_1	5
sky130_fd_sc_hd__buf_2	10
[worst paths after layout]
path,from,to,depth (start not counted)
worst max-delay path,outA[0],outA[0],1
worst min-delay path,DATA[5],outA[5],1
[through the flow]
stage / std cells / setup slack, ns
2_1_floorplan: 26 / -0.280
3_3_place_gp: 83 / -0.730
3_5_place_dp: 83 / -0.768
4_1_cts: 93 / -0.474
5_1_grt: 93 / -0.523
6_report: 93 / -0.449
[report_power, final]
group | switching, mW | internal (mW) | total, mW
registers | 0.00282 | 0.355 | 0.357
clock network | 0.162 | 0.164 | 0.326
logic | 0.0126 | 0.0365 | 0.0490
total | 0.178 | 0.555 | 0.732
[area by class of cell]
type,instances,area share (%)
multi-input combinational,9,7.53
timing repair buffer,19,26.6
clock buffer,3,4.24
clock inverter,8,5.65
sequential,8,45.2
tap,46,10.8
[kinds of logic (layout without fill, tap and decap cells)]
| group | count (synthesis) | in the layout | share of synthesized area (%) |
|---|---|---|---|
| buffers and inverters | 9 | 30 | 20.2 |
| flip-flops | 8 | 8 | 75.9 |
| other | 1 | 8 | 1.18 |
| AND/OR/NAND/NOR | 1 | 1 | 2.77 |
[layer usage]
metal	wire [µm]	vias to the layer above
li1	-	106
met1	301	101
met2	408	19
met3	121	2
met4	12	0
met5	0	-
[repair_timing]
action | 4_1_cts | 5_1_grt
pin swaps | 1 | 0
endpoints found under the setup margin | 18 | 17
buffers inserted | 0 | 0
resized | 36 | 1
Power figures rest on the tool's default switching activity, not on a simulated workload.
